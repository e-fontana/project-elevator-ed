==> flow/design.v <==
module frequency_divisor #(parameter clk_frequency = 50000000) (clk_50, clk);
    input clk_50;
    output reg clk = 0;
    reg [25:0] counter = 0;
    always @(posedge clk_50) begin
        if (counter < clk_frequency) begin
            counter <= counter + 1;
            clk <= 0;
        end else begin
            counter <= 0;
            clk <= ~clk;
        end
    end
endmodule
==> flow/run.sh <==
#!/bin/bash
# OpenROAD 26Q1-2900-gdf79404cd8, Yosys 0.63+post, stock flow scripts
make -C /OpenROAD-flow-scripts/flow DESIGN_CONFIG=/design/flow/config.mk WORK_HOME=/design/flow/orfs finish
==> flow/config.mk <==
export PLATFORM = sky130hd
export DESIGN_NAME = frequency_divisor
export DESIGN_NICKNAME = frequency_divisor
export VERILOG_FILES = /design/flow/design.v
export SDC_FILE = /design/flow/constraint.sdc
export NUM_CORES = 4
export LEC_CHECK = 1
export CORE_AREA = 10 10 97 97
export DIE_AREA = 0 0 107 107
==> flow/constraint.sdc <==
current_design frequency_divisor

set clk_period 2.9
set clk_io_pct 0.2

create_clock -name clk0 -period $clk_period [get_ports {clk_50}]

set non_clock_inputs [all_inputs -no_clocks]
set_input_delay [expr $clk_period * $clk_io_pct] -clock clk0 $non_clock_inputs
set_output_delay [expr $clk_period * $clk_io_pct] -clock clk0 [all_outputs]
==> job_summary.md <==
### Metrics collected by this job

| Metric | Value |
|---|---|
| Clk ins delay skew pair | `270 ps` |
| Most frequent logic cell in the layout | `dfxtp_1` |
| CTS tree | `yes` |
| Final setup violation count | `0` |
| Max-Cap Viols | `0` |
| Synth Instances | `140` |
| Clock buffer depth | `2` |
| Post_cts resized | `0` |
| Cells in synth_stat.txt | `140` |
| Share of layout cells above drive strength 1 | `0.0714` |
| Worst hold path class | `register to register` |
| Largest net degree at the start of global routing | `19` |
| FP Core Util | `0.171` |
| Synth Cell Area | `1250 µm²` |
| Residual DRC count | `0` |
| Placement Cell Area | `1380 µm²` |
| Gpl congestion | `0.791` |
| Worst Max-Slew Pin Slew | `692 ps` |
| GR Util All Layers | `0.0400` |
| Status | `complete, no violations` |
| Register share after synthesis | `0.432` |
| Drt wl/cell | `9.82 µm` |
| Post-CTS Hold Buffers | `0` |
| GR Layer Usage met3 | `0.00243` |
| TritonRoute pass-1 iters | `4` |
| Slowest Stage Delay on Critical Path | `660 ps` |
| Main area contributors | `dfxtp_1 (43%), nor3_1 (8.0%), xnor2_1 (6.3%), a211oi_1 (5.4%), or4_1 (4.8%)` |
| Internal power | `0.468 mW` |
| WHS Path Cells | `2` |
| Clk pwr share | `0.367` |
| R2R Path End | `counter[24]$_SDFF_PP0_` |
| Final Skew | `5.54 ps` |
| Peak VDD IR | `0.000131 V` |
| Final Slew Violations | `0` |
| First-pass GRT wire length | `4.07 mm` |
| Max-area cell share | `0.432` |
| Largest area contributor in the netlist | `dfxtp_1` |
| Final wirelength | `2.35 mm` |
| Port buffer count | `1` |
| Row count | `31` |
| Yosys chip area | `1250 µm²` |
| R2r worst-path depth | `5` |
| Number of global-route vias before repair | `905` |
| Post-synth regs | `27` |
| N_diodes | `0` |
| Slowest-stage cell, CP | `or4_1` |
| Final ANT Viol Nets | `0` |
| Iteration-0 DRC Markers | `29` |
| GRT Max-Usage Layer | `met2` |
| Final Cycle Share | `0.799` |
| Most frequent CP cell | `or4_1` |
| DPL Wire Length | `1.60 mm` |
| CTS sink count | `27` |
| Slew headroom | `0.539` |
| Power share of the sequential group | `0.633` |
| Sw power | `0.118 mW` |
| Io pins | `2` |
| Worst hold endpoint | `counter[22]$_SDFF_PP0_` |
| CP endpoint kind | `register` |
| Comb pwr share | `0` |
| Yosys warns | `1` |
| WP data required | `3090 ps` |
| Met2 GRT Util | `0.0632` |
| Final min period | `2320 ps` |
| Final setup TNS | `0 ps` |
| H-Tree Depth | `1` |
| Gr ovfl total | `0` |
| Core Region | `7290 µm²` |
| Net Sw Frac | `0.201` |
| RSZ-0062 raised after global routing | `false` |
| CP max FO | `7` |
| Worst-path clk slew | `100 ps` |
| RR Startpoint | `counter[0]$_SDFF_PP0_` |
| Hold Slack | `514 ps` |
| Worst Path Arrival | `2500 ps` |
| Post-route cell area | `1430 µm²` |
| Area Overhead vs Synth | `14.0%` |
| Setup Buffers After CTS | `0` |
| Vias | `997` |
| Dominant logic cell types in the final layout | `dfxtp_1 (27), nor3_1 (20), nand2_1 (10), xnor2_1 (9), a211oi_1 (9)` |
| Die height | `107 µm` |
| Worst Hold Launch | `counter[22]$_SDFF_PP0_` |
| FF-to-FF setup slack | `580 ps` |
| Leak Pwr | `0.517 nW` |
| Final Hold Viols | `0` |
| Yosys cell types | `27` |
| Initial antenna violation count | `0` |
| Power per cell area | `411 nW/µm²` |
| Die X | `107 µm` |
| M1 GR Usage | `0.0593` |
| CP startpoint kind | `register` |
| Avg Inst Size Synth | `8.93 µm²` |
| Fmax | `431 MHz` |
| Crit Path Category | `register to register` |
| Num CTS Buffers | `3` |
| Root buf cell | `clkbuf_8` |
| Die Area | `11400 µm²` |
| Critical path, cell by cell | `ha_1, nand3_1, or4_1, or4_1, a211oi_1` |
| Via/cell ratio | `4.17` |
| Tool warning count | `25` |
[final cells by class]
| cell class | count | area [µm²] |
|---|---|---|
| clock buffer | 3 | 41.3 |
| fill | 825 | 5870 |
| clock inverter | 1 | 7.51 |
| timing repair buffer | 3 | 25.0 |
| multi-input combinational | 103 | 676 |
| inverter | 3 | 11.3 |
| tap | 99 | 124 |
| sequential | 27 | 541 |
[synthesized netlist by cell type, drive strengths merged]
library cell  number
a211oi             9
a21oi              1
a31oi              1
and3               1
and4               2
buf                2
clkbuf             5
dfxtp             27
ha                 1
inv                3
nand2             10
nand3              5
nand4              8
nor2               2
nor2b              1
nor3              20
nor3b              1
nor4               1
o21ai              6
o21ba              1
o21bai             1
o31ai              3
or3                6
or4                8
xnor2              9
xor2               6
[through the flow]
stage	util	std cells	total power, mW	setup slack, ps
floorplan	-	140	0.379	797
global placement	0.189	235	0.379	695
detailed placement	0.189	235	0.379	606
CTS	0.195	239	0.598	583
global route	0.195	239	0.609	444
finish	0.195	239	0.585	582
[metal layers]
| layer | routed length (µm) | vias to the layer above |
|---|---|---|
| met3 | 18 | 2 |
| met2 | 1020 | 5 |
| li1 | - | 524 |
| met5 | 0 | - |
| met4 | 31 | 0 |
| met1 | 1280 | 466 |
[worst max-delay path: cells and delay by family, from the launching register on]
family / cells / cell delay [ps]
AND-OR/OR-AND: 1 / 230
adder cells (fa/ha/maj): 1 / 200
flip-flops: 1 / 400
AND/OR/NAND/NOR: 3 / 1390
[cells by family (layout without fill, tap and decap cells)]
family / after synthesis / in the layout / share of synthesized area
AOI/OAI and AO/OA: 22 / 22 / 0.119
xor gates and xnor gates: 15 / 15 / 0.105
adders and majority gates: 1 / 1 / 0.0100
buffers and inverters: 10 / 10 / 0.0320
DFF: 27 / 27 / 0.432
and+or+nand+nor: 65 / 65 / 0.301
[power by group through the flow]
stage	clock [mW]	combinational [mW]	sequential [mW]
5_1_grt	0.238	0.000000278	0.371
4_1_cts	0.227	0.000000278	0.370
6_report	0.215	0.000000278	0.370
[worst max path at each step]
stage / startpoint / slack [ps] / to / cells past startpoint
4_1_cts: counter[0]$_SDFF_PP0_ / 580 / counter[24]$_SDFF_PP0_ / 5
5_1_grt: counter[0]$_SDFF_PP0_ / 440 / counter[24]$_SDFF_PP0_ / 5
6_report: counter[0]$_SDFF_PP0_ / 580 / counter[24]$_SDFF_PP0_ / 5
[flip-flops by register name, indices dropped and copies added, names as in the netlist]
| name | flops |
|---|---|
| clk | 1 |
| counter | 26 |
Power and IR drop assume default switching activity.
